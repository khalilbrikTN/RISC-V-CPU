==> /design/flow/config.mk <==
export PLATFORM = sky130hd
export DESIGN_NAME = RegFile
export DESIGN_NICKNAME = RegFile
export VERILOG_FILES = /design/flow/design.v
export SDC_FILE = /design/flow/constraint.sdc
export NUM_CORES = 4
export LEC_CHECK = 1
export CORE_UTILIZATION = 30
==> /design/flow/constraint.sdc <==
current_design RegFile

set clk_period 14.6
set clk_io_pct 0.2

create_clock -name clk0 -period $clk_period [get_ports {clk}]

set non_clock_inputs [all_inputs -no_clocks]
set_input_delay [expr $clk_period * $clk_io_pct] -clock clk0 $non_clock_inputs
set_output_delay [expr $clk_period * $clk_io_pct] -clock clk0 [all_outputs]
==> /design/flow/design.v <==
`timescale 1ns / 1ps
module RegFile #(
    parameter DATA_WIDTH = 32
) (
    input clk,   
    input rst,   
    input regWrite,   
    input [4:0] readAddr1,   
    input [4:0] readAddr2,   
    input [4:0] writeAddr,   
    input [DATA_WIDTH-1:0] writeData,   
    output [DATA_WIDTH-1:0] outputReg1,   
    output [DATA_WIDTH-1:0] outputReg2   
);
  reg [DATA_WIDTH-1:0] registerFile[31:0];
  integer i;
  initial begin
    for (i = 0; i < DATA_WIDTH; i = i + 1) begin
      registerFile[i] = 32'b0;
    end
  end
  assign outputReg1 = registerFile[readAddr1];
  assign outputReg2 = registerFile[readAddr2];
  always @(negedge clk or posedge rst) begin
    if (rst) begin
      for (i = 0; i < DATA_WIDTH; i = i + 1) begin
        registerFile[i] <= 32'b0;
      end
    end else if (regWrite && writeAddr != 0) begin
      registerFile[writeAddr] <= writeData;
    end
  end
endmodule
==> /design/flow/run.sh <==
#!/bin/bash
# OpenROAD 26Q1-2900-gdf79404cd8, Yosys 0.63+post, stock flow scripts
make -C /OpenROAD-flow-scripts/flow DESIGN_CONFIG=/design/flow/config.mk WORK_HOME=/design/flow/orfs finish
==> results.json <==
{
  "dr.pass1.iters": 10,
  "cp.depth": 6,
  "ant_nets": 0,
  "clock.latency.late_pin_ns": 0.70,
  "cpLargestDelayFamily": "AND-OR/OR-AND gates",
  "synth_cells": 4394,
  "fp.dieH_um": 415.7,
  "hold_viol": 0,
  "drcViolationCount": 0,
  "reg.largest.list": "registerFile: 1024 flops",
  "track_usage": 0.3278,
  "dieWidth_um": 415.7,
  "ys_area_mm2": 0.05135,
  "num_vias": 45140,
  "hold_ws_ns": 0.3483,
  "rows": 151,
  "cts_setup_buffers": 0,
  "grt_max_degree": 111,
  "synthToLayoutAreaGrowth_pct": 15.49,
  "adder_share": 0,
  "grt_first_pass_wirelength_um": 377000,
  "rr_endpoint": "registerFile[25][31]",
  "cts_hold_buffers": 0,
  "irDropWorstVdd_v": 0.0001044,
  "postSynthSeqShare": 0.4990,
  "rr_startpoint": "registerFile[25][31]",
  "grt.overflow.total": 0,
  "largest_register_ff_count": 1024,
  "placed_area_mm2": 0.05569,
  "cp_slowest_stage_delay_ns": 0.70,
  "skew_ns": 0,
  "synthXorXnorAreaFrac": 0,
  "reg2reg_depth": 1,
  "critPathLaunchType": "flip-flop",
  "power.density_mw_per_mm2": 135.2,
  "most_common_cell": "dfrtn_1",
  "synthTopLogicFamily": "multiplexers",
  "required_ns": 11.68,
  "top_cells_by_count": "dfrtn_1, mux2_2, a22oi_1",
  "routed_wl_um": 278100,
  "io_buffers": 113,
  "cts_tree": "done",
  "synthFlopType": "dfrtn_1",
  "gp_congestion": 1.034,
  "tightest_slew_ns": 1.203,
  "yosysCellCount": 4394,
  "cts_buffer_depth": 3,
  "maxSlewHeadroom": 0.1963,
  "dp.cells": 6503,
  "wl_per_cell_um": 41.45,
  "area_leaders": "dfrtn_1, mux2_2, a22oi_1",
  "top_area_frac": 0.4990,
  "crit_end": "outputReg1[30]",
  "reg2reg_setup_slack_ns": 13.68,
  "worstSetupEndpointType": "primary output",
  "slew_violations": 0,
  "simple_gate_share": 0.07425,
  "syn_area_mm2": 0.05135,
  "layout-drive-gt1-share": 0.3361,
  "cap_violations": 0,
  "path_clk_slew_ns": 0.05,
  "rsz0062_at_grt": "false",
  "power_leakage_nw": 25.43,
  "hold_depth": 0,
  "arrival_ns": 10.44,
  "setup_violations": 0,
  "stdcell_count": 6710,
  "synthAoiAreaFrac": 0.1560,
  "drt_first_iter_violations": 5401,
  "numClockSinks": 1024,
  "avgSynthCellArea_um2": 11.69,
  "outcome": "complete, no violations",
  "largest_area_cell": "dfrtn_1",
  "seq_area_mm2": 0.02562,
  "cts-resized-gates": 0,
  "cts_inserted_buffers": 112,
  "dieArea_mm2": 0.1728,
  "edf_count": 0,
  "viasPerCell": 6.727,
  "tns_ns": 0,
  "cp_num_buf_inv": 1,
  "io_pins": 114,
  "crit_chain": "nand3_1 > a21boi_0 > a221oi_1 > and3_1 > a31oi_1 > clkdlybuf4s50_1",
  "finish.instance_area_mm2": 0.05930,
  "warnings": 36,
  "crit_slowest_cell": "a31oi_1",
  "crit_path_start": "registerFile[21][30]",
  "cts-root-buf": "clkbuf_16",
  "antenna_found_initial": 21,
  "hpwlAfterDp_um": 167700,
  "grt_pass1_vias": 44730,
  "top_register": "registerFile",
  "cp_max_fo": 3,
  "combGateArea_mm2": 0.02418,
  "yosysUniqueCellTypes": 66,
  "coreArea_mm2": 0.1697,
  "floorplan.core_util": 0.3027,
  "critPathKind": "flip-flop to primary output",
  "async_flop_share": 1.000,
  "worstHoldPathType": "flip-flop to flip-flop",
  "htreeDepth": 3,
  "fillers": 16490,
  "ys_sh_mux": 0.2300,
  "synth-seq-cells": 1024,
  "ys_warn_count": 2
}
placed cells by master (no fill, tap or decap), types with 7 or more instances in the layout:
cell	count
clkinv_2	18
o21ai_0	30
a31oi_1	21
o32a_1	14
diode_2	11
nand3b_1	9
a22o_1	35
o22ai_1	12
a221oi_1	26
a211oi_1	10
nor2b_1	10
and2_1	7
mux2_2	996
nand3_1	50
mux2i_1	45
nor2_4	71
dfrtn_1	1024
buf_4	217
nand2b_1	20
nand2_2	12
a2bb2oi_1	9
buf_12	18
clkbuf_1	32
nand2_1	239
nor3_1	52
a32oi_1	17
nand4_1	101
a222oi_1	22
and3_1	14
clkbuf_16	112
clkdlybuf4s50_1	106
mux2_1	9
clkbuf_8	19
nor2_1	104
a2111oi_0	10
nor4_1	35
or3_1	8
a21oi_1	84
a22oi_1	751
metal layers:
metal	vias to the layer above	GRT usage	routed length, um
met4	34	0.2395	27940
li1	16800	-	-
met2	4040	0.4472	112700
met5	-	0.01195	430
met1	22650	0.3720	91830
met3	1616	0.2028	45250
cell type report:
class	count	share of cell area
flip-flops and latches	1024	0.4321
multi-input cells	2907	0.4078
clock inverters	33	0.006688
repair buffers	347	0.05194
clock buffers	163	0.05370
inverters	7	0.0005064
diodes	11	0.0004642
well taps	2218	0.04680
worst min-delay path by stage:
stage | from | endpoint
CTS | registerFile[0][12] | registerFile[0][12]
global route | registerFile[0][21] | registerFile[0][21]
finish | registerFile[0][12] | registerFile[0][12]
cell families (layout without fill, tap and decap cells):
| kind of cell | count (synthesis) | in the layout |
|---|---|---|
| AND-OR/OR-AND | 1077 | 1077 |
| other | 0 | 11 |
| flip-flops | 1024 | 1024 |
| multiplexers | 1052 | 1052 |
| buffers and inverters | 463 | 550 |
| AND/OR/NAND/NOR | 778 | 778 |
metrics by stage:
stage / utilization / power (W) / worst slack (ns)
after CTS: 0.3494 / 0.007984 / 1.277
after detailed placement: 0.3283 / 0.005161 / 1.324
after floorplan: - / 0.004533 / -9.346
after global placement: 0.3283 / 0.005135 / 1.229
after global routing: 0.3494 / 0.008249 / 1.207
final: 0.3495 / 0.008018 / 1.244
power breakdown:
group / switching [W] / leakage (nW) / internal (W)
Clock: 0.00125 / 1.75 / 0.00159
Sequential: 0.000546 / 13.1 / 0.00343
Combinational: 0.000593 / 10.5 / 0.000610
Total: 0.00239 / 25.4 / 0.00563
No activity file was given, so power comes from the tool's default toggle rates.
