## /design/flow/design.v

```verilog
`timescale 1ns / 1ps
module ALU #(
    parameter n = 32
) (
    input [n-1:0] rs1,
    input [n-1:0] rs2,
    input [3:0] alu_ctrl,
    input unsigned_signal,
    output reg [n-1:0] res,
    output reg zf,
    output reg neg
);
  wire [n-1:0] alu_rs1, alu_rs2;
  assign alu_rs1 = unsigned_signal ? (rs1[31] ? (~rs1 + 1) : rs1) : rs1;
  assign alu_rs2 = unsigned_signal ? (rs2[31] ? (~rs2 + 1) : rs2) : rs2;
  always @(*) begin
    case (alu_ctrl)
      4'b0010: res = (alu_rs1 + alu_rs2);
      4'b0110: res = (alu_rs1 - alu_rs2);
      4'b0000: res = (alu_rs1 & alu_rs2);
      4'b0001: res = (alu_rs1 | alu_rs2);
      4'b0011: res = (alu_rs1 << alu_rs2[4:0]);
      4'b0100: res = ($signed(alu_rs1) < $signed(alu_rs2));
      4'b0101: res = ($signed(alu_rs1) < $signed(alu_rs2));
      4'b0111: res = (alu_rs1 ^ alu_rs2);
      4'b1000: res = (alu_rs1 >> alu_rs2[4:0]);
      4'b1010: res = $signed($signed(alu_rs1) >>> $signed(alu_rs2[4:0]));
      default: res = 32'd0;
    endcase
    if (res == 0) zf = 1;
    else zf = 0;
    if (res[31] == 1) neg = 1;
    else neg = 0;
  end
endmodule
```

## /design/flow/run.sh

```bash
#!/bin/bash
# OpenROAD 26Q1-2900-gdf79404cd8, Yosys 0.63+post, stock flow scripts
make -C /OpenROAD-flow-scripts/flow DESIGN_CONFIG=/design/flow/config.mk WORK_HOME=/design/flow/orfs finish
```

## /design/flow/config.mk

```make
export PLATFORM = sky130hd
export DESIGN_NAME = ALU
export DESIGN_NICKNAME = ALU
export VERILOG_FILES = /design/flow/design.v
export SDC_FILE = /design/flow/constraint.sdc
export NUM_CORES = 4
export LEC_CHECK = 1
export CORE_UTILIZATION = 40
```

## /design/flow/constraint.sdc

```tcl
current_design ALU

set clk_period 30.4
set clk_io_pct 0.2

create_clock -name clk0 -period $clk_period

set non_clock_inputs [all_inputs -no_clocks]
set_input_delay [expr $clk_period * $clk_io_pct] -clock clk0 $non_clock_inputs
set_output_delay [expr $clk_period * $clk_io_pct] -clock clk0 [all_outputs]
```

==> out/results.tsv <==
stage	metric	value	unit
synthesis	synth_area_per_cell	6.30	um^2
finish	fillers	3121	
die	die_height	177	um
grt	grt_pass1_vias	15400	
min_path	hold_path.class	in2out	
route	wirelength	74000	um
die	die_w	177	um
grt	antenna_found_initial	7	
flow_run	warnings	97	
placed_design	dp_slack	10.88	ns
die	rows	63	
route	wl_per_cell	31.6	um
synthesis	ys_seq_share	0	%
critical_path	crit_start	rs1[0]	
pwr	swShare	66.5	%
grt	grt_max_degree	65	
final_timing	slew_headroom	27.8	%
final_timing	clock.fmax	50.8	MHz
pwr	p_switching	0.263	mW
synthesis	syn_inst	1934	
final_timing	finalMaxSlewViolations	0	
placed_design	dp_hpwl	59200	um
pwr	vdd_drop_max	20.2	uV
route	drc	0	
route	vias	17200	
final_timing	rsz0062_at_grt	false	
synthesis	synth.cell_area	12200	um^2
final_timing	fin_crit_sh	64.8	%
final_timing	worst_pin_slew	1.06	ns
pwr	p_leak	5.27	nW
pwr	p_per_area	28.9	nW/um^2
grt	grt_pass1_wl	107000	um
final_timing	hold_ws	13.49	ns
grt	grt-ovfl-total	0	
pwr	intPower	0.133	mW
route	initialDrtViolationCount	2742	
finish	lay_top_cells	nor2_1, nand2_1, a21oi_1	
min_path	hp-start	rs2[0]	
route	postRouteAntennaNets	0	
critical_path	worstPathArrival	13.61	ns
final_timing	hold_viol_final	0	
synthesis	ys_types	99	
critical_path	required	24.32	ns
critical_path	critPathLaunchType	input pin	
clocking	cts.repair.resized	0	
clocking	post-cts-setup-buffers	0	
die	io_pins	103	
placed_design	port_buffers	103	
finish	final_common_cell	nor2_1	
critical_path	path_class	in2out	
final_timing	fin_setup_tns	0	ns
finish	flops	0	
die	die_area	31200	um^2
finish	drive_above_1_share	7.06	%
critical_path	cp_max_fo	13	
finish	flop_area	0	um^2
pwr	p_total	0.396	mW
finish	clkbuf_count	0	
outcome	status	finished, final reports clean	
finish	combGateArea	11200	um^2
route	firstDrtPassIters	6	
die	core-area	29800	um^2
synthesis	synth_warnings	1	
synthesis	yosys-stat-area	12200	um^2
placed_design	routabilityCongestion	1.18	
final_timing	finalCriticalPeriod	19.69	ns
grt	grt_use_total	47.5	%
final_timing	finalSetupViolCount	0	
clocking	ctsHoldBuffers	0	
die	fp_util	40.9	%
route	vias_per_cell	7.31	
synthesis	ys_cells	1934	
flow_run	maxCapViolations	0	
critical_path	endpoint_kind	output pin	
finish	area_growth	12.3	%
final_timing	setup_slack	10.71	ns
[logic make-up (layout without fill, tap and decap cells)]
family	after synthesis	in the layout	synth area share, %
muxes	40	40	4.06
adders and majority gates	101	101	10.5
buffers and inverters	256	277	8.20
other	0	1	0
xor gates and xnor gates	49	49	3.58
AOI/OAI and AO/OA	731	731	42.2
and+or+nand+nor	757	757	31.4
[cell type report]
| class | instances | share of cell area (%) |
|---|---|---|
| multi-input cells | 1678 | 82.1 |
| repair buffers | 178 | 11.6 |
| well taps | 390 | 3.57 |
| inverters | 99 | 2.73 |
| diodes | 1 | 0.0183 |
[power groups by stage]
stage | Sequential, mW | Clock [mW] | Combinational [mW]
5_1_grt | 0 | 0 | 0.414
4_1_cts | 0 | 0 | 0.378
[layer usage]
| layer | up-vias | global-route usage (%) | share of wire, % |
|---|---|---|---|
| met3 | 304 | 13.8 | 13 |
| met1 | 7969 | 64.8 | 39 |
| met4 | 6 | 27.0 | 7.5 |
| met5 | - | 0 | 0.051 |
| li1 | 7516 | - | - |
| met2 | 1359 | 66.3 | 40 |
[final timing paths]
check,cells after the start,to
setup / recovery,21,zf
hold / removal,7,res[1]
[cell usage after synthesis, types with 29 or more instances]
| master | count | area (um^2) |
|---|---|---|
| a21oi_1 | 134 | 671 |
| nor2_1 | 190 | 713 |
| o22ai_1 | 36 | 225 |
| o31ai_1 | 29 | 218 |
| a31oi_1 | 39 | 244 |
| nand2_1 | 186 | 698 |
| nand3_1 | 55 | 275 |
| clkbuf_1 | 116 | 435 |
| nor4_1 | 37 | 231 |
| nor3_1 | 78 | 390 |
| a211oi_1 | 54 | 405 |
| o21ai_0 | 110 | 551 |
| o211ai_1 | 36 | 270 |
| ha_1 | 99 | 1240 |
| inv_1 | 93 | 349 |
[critical path: stages]
cell and delay, ns:
clkdlybuf4s50_1 0.64, inv_1 0.24, ha_1 0.24, or4b_1 0.69, nor3_4 0.50, o31ai_1 0.11
buf_4 0.19, ha_1 0.55, nor2b_1 0.11, a2111oi_0 0.41, nand3_1 0.16, o21bai_1 0.55
a21oi_1 0.15, a311o_1 0.38, a211o_1 0.30, or4_1 0.55, or4b_1 0.61, nor4_2 0.22
nand4_1 0.20, nor4_2 0.23, clkdlybuf4s50_1 0.49
[per-stage QoR]
step           instance area [um^2]  util, %  cells
2_1_floorplan                 12200        -   1934
3_3_place_gp                  13700     45.9   2345
3_5_place_dp                  13700     45.9   2345
4_1_cts                       13700     45.9   2345
5_1_grt                       13700     45.9   2345
6_report                      13700     45.9   2346
Power and IR drop assume default switching activity.
