==> flow/design.v <==
module InstructionMem (
    input  [ 7:0] addr,
    output [31:0] inst
);
  reg [31:0] mem[31:0];
  assign inst = mem[addr/4];
  initial begin
    mem[0]  = 32'h10203317;
    mem[1]  = 32'habcde397;
    mem[2]  = 32'h10101e17;
    mem[3]  = 32'h00100073;
    mem[4]  = 32'h0ff0000f;
    mem[5]  = 32'h00000073;
    mem[6]  = 32'h00000000;
    mem[7]  = 32'h00000000;
    mem[8]  = 32'h00000000;
    mem[9]  = 32'h00000000;
    mem[10] = 32'h00000000;
    mem[11] = 32'h00000000;
    mem[12] = 32'h00000000;
    mem[13] = 32'h00000000;
    mem[14] = 32'h00000000;
    mem[15] = 32'h00000000;
    mem[16] = 32'h00000000;
    mem[17] = 32'h00000000;
    mem[18] = 32'h00000000;
    mem[19] = 32'h00000000;
    mem[20] = 32'h00000000;
    mem[21] = 32'h00000000;
    mem[22] = 32'h00000000;
    mem[23] = 32'h00000000;
    mem[24] = 32'h00000000;
    mem[25] = 32'h00000000;
    mem[26] = 32'h00000000;
    mem[27] = 32'h00000000;
    mem[28] = 32'h00000000;
    mem[29] = 32'h00000000;
    mem[30] = 32'h00000000;
    mem[31] = 32'h00000000;
  end
endmodule
==> flow/run.sh <==
#!/bin/bash
# OpenROAD 26Q1-2900-gdf79404cd8, Yosys 0.63+post, stock flow scripts
make -C /OpenROAD-flow-scripts/flow DESIGN_CONFIG=/design/flow/config.mk WORK_HOME=/design/flow/orfs finish
==> flow/config.mk <==
export PLATFORM = sky130hd
export DESIGN_NAME = InstructionMem
export DESIGN_NICKNAME = InstructionMem
export VERILOG_FILES = /design/flow/design.v
export SDC_FILE = /design/flow/constraint.sdc
export NUM_CORES = 4
export LEC_CHECK = 1
export CORE_AREA = 10 10 70 70
export DIE_AREA = 0 0 80 80
==> flow/constraint.sdc <==
current_design InstructionMem

set clk_period 1.8
set clk_io_pct 0.2

create_clock -name clk0 -period $clk_period

set non_clock_inputs [all_inputs -no_clocks]
set_input_delay [expr $clk_period * $clk_io_pct] -clock clk0 $non_clock_inputs
set_output_delay [expr $clk_period * $clk_io_pct] -clock clk0 [all_outputs]
==> run_results.csv <==
group,metric,value,unit
run_status,outcome,"complete, no violations",
finish,post_layout_nonfiller_instances,120,
finish,drive_above_1_share,0.595,
critical_path,cp_top_family,"buffers and inverters",
final_timing,fin_crit,1.73,ns
floorplan,io_pins,40,
final_timing,slew_violations,0,
critical_path,crit_top_cell,"buf_6",
drt,via_per_inst,2.98,
yosys,synth_stat.cells,44,
critical_path,worst-path-buf-inv,4,
final_timing,finalHoldViolCount,0,
job,max-cap-violations,0,
yosys,ys_chip_area,307,um2
critical_path,max_stage_delay,0.27,ns
critical_path,slowest_stage,"or2b_1",
finish,regArea,0,um2
floorplan,fp.dieW,80,um
drt,dr_total_vias,358,
grt,gr-usage-met2,0.0626,
power_and_ir_drop,vdd_ir_drop_max,80.7,uV
yosys,synth_area,307,um2
grt,antenna_found_initial,0,
critical_path,crit_path_start_kind,"primary input",
yosys,ys_types,15,
yosys,netlist_instances,44,
floorplan,die_area,0.00640,mm2
critical_path,timing.critical_path.cells,"clkdlybuf4s15_2 > or2b_1 > nor3_4 > buf_6 > buf_6 > dlygate4sd2_1",
final_timing,rsz0062_at_grt,"false",
finish,syn2layout_area_growth,123,%
drt,drtPass1Iterations,3,
grt,grt-ovfl-total,0,
grt,grt_max_degree,8,
critical_path,cp_max_fo,4,
grt,grt_pass1_wl,1870,um
drt,drtIter0Drc,1,
job,warnings,36,
place,io_buffer_count,35,
final_timing,setup_violations,0,
finish,comb_area,213,um2
floorplan,num_rows,21,
final_timing,max_freq,578,MHz
power_and_ir_drop,p_leak,0.000429,uW
critical_path,crit_required,1.44,ns
place,gp_congestion,0.679,
power_and_ir_drop,powerDensity,137,mW/mm2
drt,ant_nets,0,
critical_path,crit_path_end_kind,"primary output",
critical_path,path_class,"in2out",
min_path,hp-class,"in2out",
yosys,postSynthAreaPerCell,6.97,um2
yosys,yosysWarnings,1,
critical_path,cp.arrival,1.37,ns
yosys,yosys.stat.seqShare,0,
finish,n_clock_buffer,0,
final_timing,final.setup.tns,0,ns
grt,grt_use_met1,0.0409,
grt,grt_busiest_layer,"met2",
drt,detail_route.wl_per_cell,10.4,um
grt,grt_pass1_vias,390,
floorplan,die_h,80,um
drt,drc,0,
floorplan,core,0.00342,mm2
place,placed_cells,113,
floorplan,fp_util,0.0897,
grt,grt_use_met3,0.0136,
drt,wirelength,1240,um
final_timing,finalCritPeriodShare,0.962,
finish,fill_cells,405,
finish,postLayoutCoreUtil,0.200,
grt,grt_usage,0.0351,
finish,flops,0,
drt,diodes,0,
cts,cts_hold_buffers,0,
==> tightest hold or removal path, cell delays in order <==
cell	delay (ns)
clkbuf_2	0.09
or3_4	0.15
nor2_4	0.03
dlymetal6s2s_1	0.12
==> power breakdown <==
part,total (uW),internal [uW],switching [uW]
clock,0,0,0
combinational,93.4,55.8,37.6
sequential,0,0,0
==> cells in the mapped netlist, drive strengths merged <==
cell / n / area (um2)
buf: 22 / 158
nor2: 4 / 15.0
a21oi: 3 / 15.0
nor3: 3 / 15.0
nor3b: 2 / 25.0
xnor2: 2 / 17.5
a211oi: 1 / 7.51
conb: 1 / 3.75
maj3: 1 / 10.0
nand2b: 1 / 6.26
or2: 1 / 6.26
or2b: 1 / 7.51
or3: 1 / 11.3
or3b: 1 / 8.76
==> metrics by stage <==
stage          total power (uW)  setup slack [ns]  cell area (um2)  hold slack, ns
6_report                   93.4            0.0687              683            1.10
5_1_grt                     104           0.00479              683            1.12
4_1_cts                    88.9            -0.168              646            1.22
3_5_place_dp               90.9            -0.548              628            1.78
3_3_place_gp               91.3            -0.559              628            1.78
2_1_floorplan              39.8            0.0775              310           0.746
==> cell families after synthesis <==
kind of cell / synth area share
AOI/OAI and AO/OA: 0.0735
xor gates and xnor gates: 0.0572
adders and majority gates: 0.0327
buffers and inverters: 0.514
other: 0.0122
and+or+nand+nor: 0.310
==> worst paths after layout <==
path / startpoint / endpoint / slack [ns] / cells after the start
setup / recovery: addr[3] / inst[16] / 0.07 / 6
hold / removal: addr[6] / inst[10] / 1.10 / 4
==> layer usage <==
metal | vias to the layer above | part of all wire
met4 | 0 | 0
met5 | - | 0
met2 | 22 | 0.44
met3 | 0 | 0.12
met1 | 155 | 0.44
li1 | 181 | -
==> cell type report <==
class                           instances  area share
Timing Repair Buffer                   51       0.604
Tap cell                               46      0.0842
Multi-Input combinational cell         23       0.311
==> what timing repair did <==
item                                    in CTS  in global routing
setup buffers                                6                  1
gates resized                               62                 28
endpoints found under the setup margin      30                 19
pin swaps                                    8                  4
==> cell usage in the layout, fill, tap and decap left out <==
cell,synthesis,routed
nand2b_4,0,1
a21oi_2,0,2
nor3_2,0,2
buf_6,0,5
or2b_1,1,1
nor2_1,4,2
nor3b_2,2,1
dlymetal6s2s_1,0,5
buf_4,19,11
dlygate4sd2_1,0,12
buf_2,3,9
or2_4,0,1
a211oi_1,1,1
maj3_1,1,1
nor3_4,0,1
nor2_4,0,2
conb_1,1,2
clkdlybuf4s15_1,0,2
or3b_1,1,1
or3_4,1,1
a21oi_1,3,1
clkbuf_2,0,6
nor3b_4,0,1
xnor2_1,2,2
clkdlybuf4s15_2,0,1
No activity file was given, so power comes from the tool's default toggle rates.
